**/design/flow/config.mk**
```make
export PLATFORM = sky130hd
export DESIGN_NAME = digital_clock
export DESIGN_NICKNAME = digital_clock
export VERILOG_FILES = /design/flow/design.v
export SDC_FILE = /design/flow/constraint.sdc
export NUM_CORES = 4
export LEC_CHECK = 1
export CORE_UTILIZATION = 40
```
**/design/flow/constraint.sdc**
```tcl
current_design digital_clock

set clk_period 2.8
set clk_io_pct 0.2

create_clock -name clk0 -period $clk_period [get_ports {clk}]

set non_clock_inputs [all_inputs -no_clocks]
set_input_delay [expr $clk_period * $clk_io_pct] -clock clk0 $non_clock_inputs
set_output_delay [expr $clk_period * $clk_io_pct] -clock clk0 [all_outputs]
```
**/design/flow/design.v**
```verilog
module alarm(
    input clk,
    input [13:0] sw,
    input [4:0] btn,
    output [31:0] seg_content,
    output [7:0] seg_dp,
    output [7:0] seg_en
);
    assign seg_en = 8'b00111111;
    assign seg_content[31:24] = 0;
    reg clk_1_10_second;
    reg [5:0] cache;
    initial begin
        cache = 0;
        clk_1_10_second = 0;
    end
    always @(posedge clk) begin
        if (cache == 6'd49) begin
            cache <= 0;
            clk_1_10_second <= ~clk_1_10_second;
        end else begin
            cache <= cache + 1;
            clk_1_10_second <= clk_1_10_second;
        end
    end
    reg h_add, h_sub, h_set, 
        m_add, m_sub, m_set,
        s_add, s_sub, s_set;
    initial begin
        h_add = 0; h_sub = 0; h_set = 0;
        m_add = 0; m_sub = 0; m_set = 0;
        s_add = 0; s_sub = 0; s_set = 0;
    end
    wire setting = h_set | m_set | s_set;
    register24_decimal reg_h(
        .clk(clk_1_10_second),
        .add(h_add),
        .sub(h_sub),
        .rst(1'b0),
        .hold(1'b0),
        .low(seg_content[19:16]),
        .high(seg_content[23:20]),
        .cout()
    );
    register60_decimal reg_m(
        .clk(clk_1_10_second),
        .add(m_add),
        .sub(m_sub),
        .rst(1'b0),
        .hold(1'b0),
        .low(seg_content[11:8]),
        .high(seg_content[15:12]),
        .cout()
    );
    register60_decimal reg_s(
        .clk(clk_1_10_second),
        .add(s_add),
        .sub(s_sub),
        .rst(1'b0),
        .hold(1'b0),
        .low(seg_content[3:0]),
        .high(seg_content[7:4]),
        .cout()
    );
    always @(*) begin
        if (sw[0]) begin
            s_set = 1;
            m_set = 0;
            h_set = 0;
        end else if (sw[1]) begin
            s_set = 0;
            m_set = 1;
            h_set = 0;
        end else if (sw[2]) begin
            s_set = 0;
            m_set = 0;
            h_set = 1;
        end else begin  
            s_set = 0;
            m_set = 0;
            h_set = 0;
        end
    end
    wire b_center, b_up, b_down, b_left, b_right;
    assign {b_center, b_up, b_down, b_left, b_right} = btn;
    always @(*) begin
        if (s_set) begin
            s_add = b_up;
            s_sub = b_down;
        end else begin
            s_add = 0;
            s_sub = 0;
        end
    end
    always @(*) begin
        if (m_set) begin
            m_add = b_up;
            m_sub = b_down;
        end else begin
            m_add = 0;
            m_sub = 0;
        end
    end
    always @(*) begin
        if (h_set) begin
            h_add = b_up;
            h_sub = b_down;
        end else begin
            h_add = 0;
            h_sub = 0;
        end
    end
endmodule
module clock(
    input clk,
    input [13:0] sw,
    input [4:0] btn,
    output [31:0] seg_content,
    output [7:0] seg_dp,
    output [7:0] seg_en
);
    assign seg_en = 8'b00111111;
    assign seg_content[31:24] = 0;
    reg second, one_tenth_second;
    reg [9:0] cache_l1, cache_l2;
    initial begin
        cache_l1 = 0;
        cache_l2 = 0;
        second = 0;
        one_tenth_second = 0;
    end
    always @(posedge clk) begin
        if (cache_l1 == 10'd49) begin
            one_tenth_second <= ~one_tenth_second;
            cache_l1 <= 0;
        end else begin
            cache_l1 <= cache_l1 + 1;
            one_tenth_second <= one_tenth_second;
        end
    end
    always @(posedge one_tenth_second) begin
        if (cache_l2 == 10'd9) begin
            second <= 1;
            cache_l2 <= 0;
        end else begin
            cache_l2 <= cache_l2 + 1;
            second <= 0;
        end
    end
    reg h_add, h_sub, h_set, 
        m_add, m_sub, m_set,
        s_add, s_sub, s_set;
    initial begin
        h_add = 0; h_sub = 0; h_set = 0;
        m_add = 0; m_sub = 0; m_set = 0;
        s_add = 0; s_sub = 0; s_set = 0;
    end
    wire setting = h_set | m_set | s_set;
    wire m_c, s_c;
    register24_decimal reg_h(
        .clk(one_tenth_second),
        .add(h_add),
        .sub(h_sub),
        .rst(1'b0),
        .hold(1'b0),
        .low(seg_content[19:16]),
        .high(seg_content[23:20]),
        .cout()
    );
    register60_decimal reg_m(
        .clk(one_tenth_second),
        .add(m_add),
        .sub(m_sub),
        .rst(1'b0),
        .hold(1'b0),
        .low(seg_content[11:8]),
        .high(seg_content[15:12]),
        .cout(m_c)
    );
    register60_decimal reg_s(
        .clk(one_tenth_second),
        .add(s_add),
        .sub(s_sub),
        .rst(1'b0),
        .hold(1'b0),
        .low(seg_content[3:0]),
        .high(seg_content[7:4]),
        .cout(s_c)
    );
    always @(*) begin
        if (sw[0]) begin
            s_set = 1;
            m_set = 0;
            h_set = 0;
        end else if (sw[1]) begin
            s_set = 0;
            m_set = 1;
            h_set = 0;
        end else if (sw[2]) begin
            s_set = 0;
            m_set = 0;
            h_set = 1;
        end else begin  
            s_set = 0;
            m_set = 0;
            h_set = 0;
        end
    end
    wire b_center, b_up, b_down, b_left, b_right;
    assign {b_center, b_up, b_down, b_left, b_right} = btn;
    always @(*) begin
        if (s_set) begin
            s_add = b_up;
            s_sub = b_down;
        end else begin
            s_add = second;
            s_sub = 0;
        end
    end
    always @(*) begin
        if (m_set) begin
            m_add = b_up;
            m_sub = b_down;
        end else if (s_set) begin
            m_add = 0;
            m_sub = 0;
        end else begin
            m_add = s_c;
            m_sub = 0;
        end
    end
    always @(*) begin
        if (h_set) begin
            h_add = b_up;
            h_sub = b_down;
        end else if (m_set) begin
            h_add = 0;
            h_sub = 0;
        end else begin
            h_add = m_c;
            h_sub = 0;
        end
    end
    reg splash;
    initial begin
        splash = 0;
    end
    always @(posedge second) begin
        if (setting) begin
            splash <= 0;
        end else begin
            splash <= ~splash;
        end
    end
    assign seg_dp[0] = splash;
    assign seg_dp[2] = splash;
    assign seg_dp[4] = splash;
    assign {seg_dp[7:5], seg_dp[3], seg_dp[1]} = 0;
endmodule
module digital_clock(
    input clk,  
    input [15:0] sw,
    input [4:0] btn,
    output reg [31:0] seg_content, 
    output reg [7:0] seg_dp,
    output reg [7:0] seg_en,
    output reg [15:0] led
);
    wire [1:0] mode;
    assign mode = sw[15:14];
    reg [13:0] c_sw, t_sw, a_sw;
    reg [4:0] c_btn, t_btn, a_btn;
    wire [31:0] c_content, t_content, a_content;
    wire [7:0] c_dp, t_dp, a_dp;
    wire [7:0] c_en, t_en, a_en;
    clock clock(.clk(clk), .sw(c_sw), .btn(c_btn), .seg_content(c_content), .seg_dp(c_dp), .seg_en(c_en));
    timer timer(.clk(clk), .sw(t_sw), .btn(t_btn), .seg_content(t_content), .seg_dp(t_dp), .seg_en(t_en));
    alarm alarm(.clk(clk), .sw(a_sw), .btn(a_btn), .seg_content(a_content), .seg_dp(a_dp), .seg_en(a_en));
    always @(*) begin
        case (mode)
            2'b00: begin seg_content = 0; seg_dp = 0; seg_en = 0; end
            2'b01: begin seg_content = c_content; seg_dp = c_dp; seg_en = c_en; end
            2'b10: begin seg_content = t_content; seg_dp = t_dp; seg_en = t_en; end
            2'b11: begin seg_content = a_content; seg_dp = a_dp; seg_en = a_en; end
            default: begin seg_content = 0; seg_dp = 0; seg_en = 0; end
        endcase
    end
    always @(*) begin
        if (mode == 2'b01) begin
            c_btn = btn;
            c_sw = sw[13:0];
        end else begin
            c_btn = 0;
            c_sw = 0;
        end
    end
    always @(*) begin
        if (mode == 2'b10) begin
            t_btn = btn;
            t_sw = sw[13:0];
        end else begin
            t_btn = 0;
            t_sw = 0;
        end
    end
    always @(*) begin
        if (mode == 2'b11) begin
            a_btn = btn;
            a_sw = sw[13:0];
        end else begin
            a_btn = 0;
            a_sw = 0;
        end
    end
    always @(*) begin
        if (c_content[23:8] == a_content[23:8]) begin
            led = ~16'b0;
        end else begin
            led = 16'b0;
        end
    end
endmodule
module register100_decimal(
    input clk,
    input add,
    input sub,
    input rst,
    input hold,
    output reg [3:0] low, high,
    output reg cout
);
    initial begin
        low = 0;
        high = 0;
        cout = 0;
    end
    always @(posedge clk) begin
        if (rst) begin
            high <= 0;
            low <= 0;
            cout <= 0;
        end else if (hold) begin
            high <= high;
            low <= low;
            cout <= cout;
        end else begin
        if (add) begin
            if (low == 4'd9 && high != 4'd9) begin
                high <= high + 1;
                low <= 0;
                cout <= 0;
            end else if (low == 4'd9 && high == 4'd9) begin
                high <= 0;
                low <= 0;
                cout <= 1;
            end else if (low != 4'd9) begin
                low <= low + 1;
                high <= high;
                cout <= 0;
            end else begin
                low <= low;
                high <= high;
                cout <= 0;
            end
        end else if (sub) begin
            if (low == 4'd0 && high == 4'd0) begin
                high <= 9;
                low <= 9;
            end else if (low == 4'd0 &&high != 4'd0) begin
                high <= high - 1;
                low <= 9;
            end else begin
                high <= high;
                low <= low - 1;
            end
            cout <= 0;
        end else begin
            high <= high;
            low <= low;
            cout <= 0;
        end
        end
    end
endmodule
module register24_decimal(
    input clk,
    input add,
    input sub,
    input rst,
    input hold,
    output reg [3:0] low, high,
    output reg cout
);
    initial begin
        low = 0;
        high = 0;
        cout = 0;
    end
    always @(posedge clk) begin
        if (rst) begin
            high <= 0;
            low <= 0;
            cout <= 0;
        end else if (hold) begin
            high <= high;
            low <= low;
            cout <= cout;
        end else begin
        if (add) begin
            if (low == 4'd9) begin
                low <= 0;
                high <= high + 1;
                cout <= 0;
            end else if (low == 4'd3 && high == 4'd2) begin
                low <= 0;
                high <= 0;
                cout <= 1;
            end else if (low == 4'd3 && high != 4'd2) begin
                low <= 0;
                high <= high + 1;
                cout <= 0;
            end else begin
                low <= low + 1;
                cout <= 0;
                high <= high;
            end
        end else if (sub) begin
            if (low == 4'd0 && high == 4'd0) begin
                low <= 3;
                high <= 2;
            end else if (low == 4'd0 && high != 4'd0) begin
                low <= 9;
                high <= high - 1;
            end else begin
                low <= low - 1;
                high <= high;
            end
            cout <= 0;
        end else begin
            low <= low;
            high <= high;
            cout <= 0;
        end
        end
    end
endmodule
module register60_decimal(
    input clk,
    input add,
    input sub,
    input rst,
    input hold,
    output reg [3:0] low, high,
    output reg cout
);
    initial begin
        low = 0;
        high = 0;
        cout = 0;
    end
    always @(posedge clk) begin
        if (rst) begin
            high <= 0;
            low <= 0;
            cout <= 0;
        end else if (hold) begin
            high <= high;
            low <= low;
            cout <= cout;
        end else begin
        if (add) begin
            if (low == 4'd9 && high != 4'd5) begin
                high <= high + 1;
                low <= 0;
                cout <= 0;
            end else if (low == 4'd9 && high == 4'd5) begin
                high <= 0;
                low <= 0;
                cout <= 1;
            end else if (low != 4'd9) begin
                low <= low + 1;
                high <= high;
                cout <= 0;
            end else begin
                low <= low;
                high <= high;
                cout <= 0;
            end
        end else if (sub) begin
            if (low == 4'd0 && high == 4'd0) begin
                high <= 5;
                low <= 9;
            end else if (low == 4'd0 &&high != 4'd0) begin
                high <= high - 1;
                low <= 9;
            end else begin
                high <= high;
                low <= low - 1;
            end
            cout <= 0;
        end else begin
            high <= high;
            low <= low;
            cout <= 0;
        end
        end
    end
endmodule
module timer(
    input clk,  
    input [13:0] sw,
    input [4:0] btn,
    output [31:0] seg_content,
    output [7:0] seg_dp,
    output [7:0] seg_en
);
    assign seg_en = 8'b11111111;
    assign seg_dp = 8'b00000100;
    reg clk_1_100_second;
    reg [3:0] cache;
    initial begin
        cache = 0;
        clk_1_100_second = 0;
    end
    always @(posedge clk) begin
        if (cache == 4'd4) begin
            cache <= 0;
            clk_1_100_second <= ~clk_1_100_second;
        end else begin
            cache <= cache + 1;
            clk_1_100_second <= clk_1_100_second;
        end
    end
    wire rst;
    wire b_start_pause, b_reset; 
    assign b_start_pause = btn[4];
    assign b_reset = btn[3];
    reg running;
    wire hold;
    always @(posedge b_reset or posedge b_start_pause) begin
        if (b_reset) begin
            running <= 0;
        end else if (b_start_pause) begin
            running <= ~running;
        end else running <= running;
    end
    wire h_in, m_in, s_in;
    wire ms_c, s_c, m_c;
    assign hold = ~running;
    initial begin 
        running = 0;
    end
    register100_decimal reg_ms(
        .clk(clk_1_100_second),
        .add(clk_1_100_second),
        .sub(1'b0),
        .rst(b_reset),
        .hold(hold),
        .low(seg_content[3:0]),
        .high(seg_content[7:4]),
        .cout(s_in)
    );
    register100_decimal reg_h(
        .clk(clk_1_100_second),
        .add(h_in),
        .sub(1'b0),
        .rst(b_reset),
        .hold(hold),
        .low(seg_content[27:24]),
        .high(seg_content[31:28]),
        .cout()
    );
    register60_decimal reg_m(
        .clk(clk_1_100_second),
        .add(m_in),
        .sub(1'b0),
        .rst(b_reset),
        .hold(hold),
        .low(seg_content[19:16]),
        .high(seg_content[23:20]),
        .cout(h_in)
    );
    register60_decimal reg_s(
        .clk(clk_1_100_second),
        .add(s_in),
        .sub(1'b0),
        .rst(b_reset),
        .hold(hold),
        .low(seg_content[11:8]),
        .high(seg_content[15:12]),
        .cout(m_in)
    );
endmodule
```
**/design/flow/run.sh**
```bash
#!/bin/bash
# OpenROAD 26Q1-2900-gdf79404cd8, Yosys 0.63+post, stock flow scripts
make -C /OpenROAD-flow-scripts/flow DESIGN_CONFIG=/design/flow/config.mk WORK_HOME=/design/flow/orfs finish
```
==> results.txt <==
Summary of the current implementation state.

- The final routed wire length divided by cell count is 14.77 um, for reference.
- In the hold timing report, the worst path depth is 1.
- In this run the vertical extent of the chip is roughly 140 um.
- STA classifies the critical path startpoint as a primary input.
- In this run, distinct cell masters in the synthesized netlist total a little under 80.
- In this run the number of H-tree levels came out at 1.
- The placer congestion estimate is 0.9292, for reference.
- Timing analysis after detailed placement gives a worst setup slack of -229.0 ps.
- The floorplan step defined a core boundary enclosing slightly below 20000 sq um.
- The worst stage delay on the critical path is ~410 ps, for reference.
- The leakage power in the latest report is 3.474 nW.
- The total via count after detailed routing is approximately 6400, for reference.
- The net switching fraction of the power is 24.72%, for reference.
- On the reported timing paths, the clock transition at the registers reads around 60 ps.
- The predominant post-synthesis flop cell is sky130_fd_sc_hd__dfxtp_1, for reference.
- The routed via count divided by cell count is 5.315, for reference.
- The die extent in x is ~140 um, for reference.
- The hold violation total from the final report is 0, for reference.
- The repair_antennas step left the layout with diodes totalling 0.
- In the Yosys report the total cell count is 913.
- Setup repair after global routing left no endpoint under its margin.
- The count of tool warnings is 80, for reference.
- The post-synth area from yosys stat is 7996 sq um, for reference.
- After the first detailed-routing iteration, the DRC count stood at between 500 and 600.
- The critical path is of the in -> out type.
- The TritonCTS buffer count is 3, for reference.
- The worst ir drop on vdd is roughly 210 uV, for reference.
- The number of global-route vias before repair was 5652.
- The worst setup path is captured at a primary output.
- The combined global-route utilization of all metal layers is 18.15%, for reference.
- The proportion of layout cells with a drive suffix above 1 is just under 5%, for reference.
- The script parses the final routing iteration and logs DRC violations as 0.
- The signed area change from the synthesized netlist to the final layout is 11.78%, for reference.
- After layout, the worst path uses a little over nine tenths of the clock period.
- The launch point of the worst path is sw[14], for reference.
- The power density normalized to cell area is ~95 nW/um^2, for reference.
- The share of power burned in combinational logic is between 20 and 25%, for reference.
- For the worst reg-to-reg path, the startpoint reported by OpenROAD is clock.cache_l1[0].
- The root buffer cell is sky130_fd_sc_hd__clkbuf_16, for reference.
- The count of endpoints without a timing constraint is between 150 and 200, for reference.
- In the final report, the number of pins over their slew limit comes to 0.
- In the final run the clock tree shows a worst skew of between 2 and 3 ps.
- Among all stages on the critical path, the largest delay is contributed by sky130_fd_sc_hd__clkdlybuf4s50_1.
- The largest net degree at the start of global routing is 39, for reference.
- The last timing report of the flow puts the setup violation total at 0.
- The placement stage leaves a total instance area of about 8800 sq um.
- The post-synth count of flops with an enable pin is 51.
- The die covers about 21000 sq um.
- The first-pass iteration count of the detailed router is 6, for reference.
- The part of the total power dissipated in sequential elements is 40.0%, for reference.
- The slack of the critical path is between 100 and 150 ps, for reference.
- Per the run summary, max-cap violations total 0.
- The worst-case clock buffer depth is 2, for reference.
- The worst path in the final design needs a cycle of approximately 2700 ps, including I/O delays and setup.
- The share of flip-flops with an asynchronous set or reset is 0.8264%, for reference.
- The peak clock frequency supported by timing is 372.2 MHz, for reference.
- The reg-to-reg setup timing slack is roughly 1100 ps, for reference.
- Per the timing report, the most critical flop-to-flop path finishes at clock.one_tenth_second.
- The first global-routing pass estimated between 20 and 30 mm of wire.
- Per STA, the worst path is made up of clkdlybuf4s15_1, inv_2, ha_4, bufbuf_16, a222oi_1, nor2_1, clkdlybuf4s50_1.
- The total congestion overflow after global routing is 0, for reference.
- The overall power of the completed layout is ~0.84 mW, for reference.
- The number of register pins that no clock reaches is just under 100, for reference.
- The worst endpoint data arrival time is about 2100 ps, for reference.
- The count of input and output buffers is between 60 and 70, for reference.
- The number of routed nets with antenna violations is 0, for reference.
- The count of mapped cells out of synthesis is 913, for reference.
- The number of synthesized register bits is about 120, for reference.
- Counting cells, the worst reg-to-reg path comes to 4.
- TritonCTS built the clock tree.
- The slew at the pin closest to its max-slew limit is 848.2 ps, for reference.
- The initial core utilization is 40.95%, for reference.
- The internal power component is 0.6359 mW, for reference.
- The flow ran to the end, and the final reports show no timing, DRC or antenna violations.
- Sequential cells were found to cover a little under two fifths of the synthesized design area.
- The number of antenna violations at the first check in global routing came to 0.
- The wire length recorded after detailed routing is ~18 mm.
- The power report attributes to the clock group a share of 35.7%.
- The report shows a maximum critical-path fanout of 14.
- Row generation in the floorplan step produced slightly above 50 rows.
- In the final layout, the registers with the most flip-flops are clock.cache_l1 x10, clock.cache_l2 x10, alarm.cache x6.
- ~86 I/O pins were placed.
- The later-pin clock latency in the skew report is about 250 ps, for reference.
- Counting the warning lines in the Yosys log gives 15.
- The worst endpoint required time is roughly 2200 ps, for reference.
- Cells fill between 40% and 50% of the core in the end.
- Once the clock tree was built, the setup fixing pass inserted 0 buffers.
- The power report puts the net switching power at 0.2089 mW.
- The mean instance size in the synthesized netlist is ~9 sq um, for reference.
- The min-delay analysis places its worst path in the category reg -> reg.
- The end point of the critical path is seg_content[7], for reference.
- The worst relative slew slack is about 43%, for reference.
- The cell area after synthesis is around 8000 sq um, for reference.
- After routing the design area is 8939 sq um.
- The placed wire-length estimate after detailed placement is roughly 13 mm, for reference.
-- what timing repair did --
item | 4_1_cts | 5_1_grt
hold buffers | 0 | 0
setup endpoints to repair | 32 | 14
endpoints found under the hold margin | 0 | 0
resized | 7 | 7
gates cloned | 1 | 0
pin swaps | 11 | 8
-- critical path: cells and delay by family --
family / cells / cell delay (ps)
buffers and inverters: 4 / 960
AOI/OAI and AO/OA: 1 / 330
adders and majority gates: 1 / 180
and+or+nand+nor: 1 / 100
-- cells in the mapped netlist (all sizes together) (3+ instances only) --
cell    count  area, sq um
a211o       3        26.28
a211oi      6        45.04
a21o        4        30.03
a21oi      54        270.3
a221oi      4        35.03
a222oi     24        240.2
a22oi       5        37.54
a31oi       8        56.30
and2       17        106.4
and3       11        68.82
buf        42        289.0
clkbuf     34        127.6
dfxtp      69         1381
edfxtp     51         1531
ha         67        838.3
inv        59        221.5
mux2        3        33.78
mux2i       4        40.04
nand2      57        214.0
nand2b      7        51.30
nand3      47        235.2
nand3b     13        97.59
nand4      13        81.33
nand4b      5        50.04
nor2      112        420.4
nor2b      10        62.56
nor3       18        100.1
nor3b       8        60.06
nor4        7        50.05
nor4b       4        35.03
o211ai      4        30.03
o21ai      31        155.1
o31ai       9        72.57
or2         6        40.04
or3         5        31.28
or4         3        22.52
xnor2      37        324.1
xor2       18        157.7
-- cells in the final DEF, fill, tap and decap left out, types with 37 or more instances in the layout --
cell type / count
sky130_fd_sc_hd__edfxtp_1: 51
sky130_fd_sc_hd__clkdlybuf4s50_1: 61
sky130_fd_sc_hd__ha_1: 64
sky130_fd_sc_hd__inv_1: 58
sky130_fd_sc_hd__dfxtp_1: 69
sky130_fd_sc_hd__nand3_1: 47
sky130_fd_sc_hd__xnor2_1: 37
sky130_fd_sc_hd__a21oi_1: 54
sky130_fd_sc_hd__nor2_1: 112
sky130_fd_sc_hd__nand2_1: 57
-- how the worst min path moves through the flow --
stage / to / startpoint
CTS: alarm.cache[5] / alarm.cache[5]
global route: clock.cache_l1[9] / clock.cache_l1[9]
finish: alarm.cache[0] / alarm.cache[0]
-- cell type report --
| type | instances | area (sq um) |
|---|---|---|
| Timing Repair Buffer | 88 | 908.4 |
| Fill cell | 1905 | 10590 |
| Inverter | 59 | 221.5 |
| Sequential cell | 121 | 2938 |
| Clock inverter | 1 | 5.005 |
| Multi-Input combinational cell | 661 | 4459 |
| Tap cell | 265 | 331.6 |
| Clock buffer | 3 | 75.07 |
-- power groups by stage --
stage         Combinational, mW  Clock, mW  Sequential [mW]
finish                    0.205      0.302            0.338
global route              0.226      0.326            0.338
CTS                       0.210      0.316            0.338
-- cells by family (layout without fill, tap and decap cells) --
kind of cell	after synthesis	in the layout	synth area share, %
multiplexers	8	8	1.205
XOR/XNOR	55	55	6.024
other	1	5	0.04690
AND-OR/OR-AND	179	179	15.48
adder cells (fa/ha/maj)	67	67	10.48
AND/OR/NAND/NOR	347	347	22.05
buffers and inverters	135	151	7.980
flip-flops	121	121	36.74
-- layer usage --
metal | part of all wire [%] | GRT usage [%]
met1 | 50 | 28.41
met2 | 46 | 29.10
met3 | 3.7 | 1.934
met4 | 0.64 | 1.344
met5 | 0 | 0
-- metrics by stage --
stage | hold slack (ps) | std cells | setup TNS, ps
after floorplan | 429.6 | 917 | 0
after CTS | 470.6 | 1198 | 0
after detailed placement | 458.3 | 1193 | -5226
final | 469.3 | 1198 | 0
after global placement | 448.2 | 1193 | -5473
after global routing | 496.9 | 1198 | 0
No activity file was given, so power comes from the tool's default toggle rates.
